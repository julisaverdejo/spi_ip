File: flow/design.v
module spi(
  input logic         clk_i,
  input logic         rst_i,
  input logic  [7:0]  din_i,
  input logic  [15:0] dvsr_i,
  input logic         start_i,
  input logic         cpol_i,
  input logic         cpha_i,
  output logic [7:0]  dout_o,
  output logic        spi_done_tick_o,
  output logic        ready_o,
  output logic        sclk_o,
  input logic         miso_i,
  output logic        mosi_o
);
  typedef enum {idle, cpha_delay, p0, p1} state_type;
  state_type state_reg, state_next;
  logic p_clk;
  logic [15:0] c_reg, c_next;
  logic spi_clk_reg, ready_i, spi_done_tick_i;
  logic spi_clk_next;
  logic [2:0] n_reg, n_next;
  logic [7:0] si_reg, si_next;
  logic [7:0] so_reg, so_next;
  always_ff @(posedge clk_i, posedge rst_i)
    if(rst_i) begin
      state_reg <= idle;
      si_reg <= 0;
      so_reg <= 0;
      n_reg <= 0;
      c_reg <= 0;
      spi_clk_reg <= 0;
    end
    else begin
      state_reg <= state_next;
      si_reg <= si_next;
      so_reg <= so_next;
      n_reg <= n_next;
      c_reg <= c_next;
      spi_clk_reg <= spi_clk_next;
    end
    always_comb
    begin
      state_next = state_reg;
      ready_i = 0;
      spi_done_tick_i = 0;
      si_next = si_reg;
      so_next = so_reg;
      n_next = n_reg;
      c_next = c_reg;
      case (state_reg)
        idle: begin
          ready_i = 1;
          if (start_i) begin
            so_next = din_i;
            n_next = 0;  
            c_next = 0;
            if (cpha_i)
              state_next = cpha_delay;
            else
              state_next = p0;
          end
        end
        cpha_delay: begin
          if (c_reg == dvsr_i) begin
            state_next = p0;
            c_next = 0;
          end
          else
              c_next = c_reg + 1;
        end
        p0: begin
            if (c_reg == dvsr_i) begin
              state_next = p1;
              si_next = {si_reg[6:0], miso_i};
              c_next = 0;
            end
            else
              c_next = c_reg + 1;
        end         
        p1: begin
          if (c_reg == dvsr_i)
            if (n_reg == 7) begin
              spi_done_tick_i = 1;
              state_next = idle;
            end
            else begin
              so_next = {so_reg[6:0], 1'b0};
              state_next = p0;
              n_next = n_reg + 1;
              c_next = 0;
            end
          else
            c_next = c_reg + 1;
        end                             
       endcase
    end
    assign ready_o = ready_i;
    assign spi_done_tick_o = spi_done_tick_i;
    assign p_clk = (state_next == p1 && ~cpha_i) || (state_next == p0 && cpha_i);
    assign spi_clk_next = (cpol_i) ? ~p_clk : p_clk;
    assign dout_o = si_reg;
    assign mosi_o = so_reg[7];
    assign sclk_o = spi_clk_reg;
endmodule
File: flow/run.sh
#!/bin/bash
# OpenROAD 26Q1-2900-gdf79404cd8, Yosys 0.63+post, stock flow scripts
make -C /OpenROAD-flow-scripts/flow DESIGN_CONFIG=/design/flow/config.mk WORK_HOME=/design/flow/orfs finish
File: flow/config.mk
export PLATFORM = sky130hd
export DESIGN_NAME = spi
export DESIGN_NICKNAME = spi
export VERILOG_FILES = /design/flow/design.v
export SDC_FILE = /design/flow/constraint.sdc
export NUM_CORES = 4
export LEC_CHECK = 1
export CORE_UTILIZATION = 40
File: flow/constraint.sdc
current_design spi

set clk_period 4.6
set clk_io_pct 0.2

create_clock -name clk0 -period $clk_period [get_ports {clk_i}]

set non_clock_inputs [all_inputs -no_clocks]
set_input_delay [expr $clk_period * $clk_io_pct] -clock clk0 $non_clock_inputs
set_output_delay [expr $clk_period * $clk_io_pct] -clock clk0 [all_outputs]
==> impl_metrics.toml <==
# generated from flow reports
[outcome]
status = "finished, final reports clean"

[critical_path]
startpoint_type = "input port"
cpMaxStageDelayCell = "clkdlybuf4s50_1"
worst_ep_required_time_ns = 3.68
path_max_fanout = 2
cp_data_arrival_time_ns = 2.90
timing.rr.start = "c_reg[10]"
path_cells = "clkdlybuf4s50_1 > xor2_1 > nor4_1 > nand4_1 > nor3_1 > clkdlybuf4s50_1"
cp.depth = 6
path_buffers = 2
cpMostUsedCell = "clkdlybuf4s50_1"
crit_type = "in2out"
reg2regPathDepth = 6
timing.rr.end = "so_reg[7]"
path_delay_family = "buffers and inverters"
endpoint_kind = "primary output"
cpPeakStageDelay_ns = 0.52
r2r_setup_slack_ns = 1.85

[detailed_routing]
route.met3.wl_um = 212
top_layer = "met4"
drt_wl_total_um = 4550
dr_wl_met2_um = 2100
drcViolationCount = 0
drtIter0Drc = 83
vias = 1736
wl_met1_um = 2190
routed_via_density = 5.18
drtAntennaViolNets = 0
drtPass1Iterations = 4
wl_per_cell_um = 13.6
antenna_cells = 0

[clock_tree]
clkTransAtPathRegs_ns = 0.07
cts_resized = 0
hold_buffers = 0
clock_sinks = 40
htreeDepth = 2
post_cts_buffers = 0
cts_buffers = 5
cts_tree = "done"
clockRootBuffer = "clkbuf_8"
clock_latency_ns = 0.28
cts.path.max_buffers = 2

[power]
p_leak_nw = 1.21
p_comb_share_pct = 21.7
p_switching_mw = 0.287
p_sw_share_pct = 31.0
power_frac_seq_pct = 52.8
p_int_mw = 0.639
power_density_nw_per_um2 = 327
ir_drop_uv = 171
power_mw = 0.926
clockPowerShare_pct = 25.6

[placed_design]
post-place-ws_ns = 0.778
dpl_cell_area_um2 = 2740
dp_cells = 327
gp_congestion = 0.840
hpwl_um = 3160
port_buffers = 41

[flow_run]
warnings = 25
cap_violations = 0

[yosys]
yosysCellCount = 219
ys_warn_count = 1
syn_area_um2 = 2280
syn_area_per_cell_um2 = 10.4
postSynthSeqShare_pct = 44.0
ys.flop_type = "dfrtp_1"
synthArstFlopShare_pct = 100
ys_ff = 40
edf_count = 0
synth_chip_area_um2 = 2280
yosysUniqueCellTypes = 45
syn_inst = 219

[sta]
finalHoldViolations = 0
max_freq_mhz = 262
max-slew-margin-rel_pct = 46.2
setup_viol = 0
whs_ns = 0.508
min_period_ns = 3.82
finalClockSkew_ns = 0.00315
timing.setup.tns_ns = 0
finalClockPeriodUsage_pct = 83.1
worst_slew_pin_slew_ns = 0.808
fin_ws_ns = 0.777
rsz0062_at_grt = "no"
maxSlewViolCount = 0

[layout]
final_area_um2 = 2830
drive_gt1_share_pct = 16.3
largest_reg_flops = 16
utilization_pct = 51.4
fillCellCount = 501
ff_latch_area_um2 = 1000
area.growth.synth_to_final_pct = 24.3
final_cells = 335
final-comb-area_um2 = 1170

[global_routing]
globalRouteTotalUtil_pct = 16.2
grt_pass1_wl_um = 7530
grt_pass1_vias = 1610
grt_overflow_total = 0
grt_antenna_before_repair = 0
grt_max_degree = 41

[floorplanning]
coreArea_um2 = 5510
ioPinCount = 42
row_count = 27
die-area_um2 = 6000
chipWidth_um = 77.5
die_y_um = 77.5
initial_core_util_pct = 41.4

[worst_hold_path]
min_to = "c_reg[15]"
hp-class = "reg2reg"
hold_path_depth = 1
hold_path.startpoint = "c_reg[15]"
## per-layer routing
layer  track usage [%]  up-vias
met5                 0        -
met4              1.51        0
met3              2.75        5
met2              26.5       42
met1              24.4      816
li1                  -      873
## worst register-to-register path, delay by kind of cell (launching register included)
family          cells  cell delay (ns)
xor+xnor            1             0.17
simple gates        3             0.97
compound gates      1             0.66
flops               1             0.43
mux                 1             0.41
## worst max path at each step
stage / startpoint / to / slack (ns)
CTS: dvsr_i[1] / spi_done_tick_o / 0.75
global route: dvsr_i[10] / spi_done_tick_o / 0.54
finish: dvsr_i[1] / spi_done_tick_o / 0.78
## cells by family after synthesis
family          Yosys count  synth area share, %
compound gates           42                 12.0
xor+xnor                 17                 6.54
fa+ha+maj                 3                 1.65
buf+inv                  20                 4.62
flops                    40                 44.0
mux                      26                 13.8
simple gates             71                 17.3
## synthesized netlist by cell type, drive strengths merged, types with 6 or more instances
cell / count / area, um2
inv: 12 / 45.0
a21oi: 8 / 43.8
xor2: 17 / 149
mux2: 23 / 285
nor4: 6 / 50.0
nor2: 11 / 41.3
nor3: 9 / 45.0
o21ai: 19 / 95.1
buf: 6 / 52.6
dfrtp: 39 / 976
nand2: 16 / 70.1
nand3: 8 / 45.0
nand4: 6 / 37.5
## cells in the final DEF, fill, tap and decap left out, drive strengths merged, types with 2 or more instances in the layout
cell	count
mux2	23
inv	12
dfrtp	39
a21o	3
nand2b	2
or4	2
nand4	6
clkbuf	8
a21oi	8
nor3	9
buf	3
mux2i	3
o31ai	3
ha	3
o21ai	19
a32o	2
xor2	17
or3	5
nand3	8
nor4	6
and4	2
nor2	11
clkdlybuf4s50	41
nand2	16
## power by group through the flow
stage	registers (mW)	logic [mW]	clock network (mW)
CTS	0.489	0.203	0.249
global route	0.501	0.231	0.262
finish	0.488	0.201	0.237
## layout make-up
cell class	instances	share of cell area (%)
clock buffers	8	3.18
inverters	12	1.59
multi-input cells	159	41.3
flip-flops and latches	40	35.4
well taps	72	3.18
repair buffers	44	15.3
No activity file was given, so power comes from the tool's default toggle rates.
